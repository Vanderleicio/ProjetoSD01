==> flow/design.v <==
module TRIS(inout PORT, input DIR, input SEND, output READ);
	assign PORT = DIR ? SEND : 1'bz;
	assign READ = DIR ? 1'bz : PORT;
endmodule
module dhtAlt(
	input clk, 							 
	inout dht_data, 			 
	input start_bit, 					 
	output reg errorSensor, 		 
	output reg done,                 
	output [7:0]hum_int, 			 
	output [7:0]hum_float, 			 
	output [7:0]temp_int, 			 
	output [7:0]temp_float, 		 
	output [7:0]check_sum 			 
	);
	reg direction; 			 
	reg [14:0]counter; 				 
	reg [5:0]index; 					 
	reg [39:0]temp_data; 			 
	reg send; 					 
	wire read; 					 
	reg error; 							 
	TRIS tris(dht_data, direction, send, read);
	reg [3:0]state = 0;  
	parameter IDLE=0, START=1, DETECT_SIGNAL=2, WAIT_DHT11=3, DHT11_RESPONSE=4, 
	DHT11_HIGH_RESPONSE=5, TRANSMIT=6, DETECT_BIT=7, WAIT_SIGNAL=8, STOP = 9;
	assign hum_int[7:0] = temp_data[39:32];
	assign hum_float[7:0] = temp_data[31:24];
	assign temp_int[7:0] = temp_data[23:16];
	assign temp_float[7:0] = temp_data[15:8];
	assign check_sum[7:0] = temp_data[7:0];
	initial begin
		send <= 1;
		direction <= 1;  
	end
	always @(posedge clk) begin
		case(state)
			IDLE: begin 
				error <= 0;
				done <= 0;
				errorSensor <=0;
				if (start_bit ==1) begin
					temp_data = 0;  
					index = 0;  
					send <= 0;  
					counter <= 0;  
					state <= START;
				end	
			end
			START: begin 
				counter <= counter + 1;
				if(counter == 19000) begin  
					counter <= 0;  
					send <= 1;  
					state <= DETECT_SIGNAL;  
				end
			end
			DETECT_SIGNAL:begin 
				counter <= counter + 1;
				if(counter == 20) begin  
					counter <= 0;  
					direction <= 0;  
					state <= WAIT_DHT11;  
				end
			end
			WAIT_DHT11: begin 
				counter <= counter + 1;
				if(counter == 21 || read == 0) begin  
					counter <= 0;  
					direction <= 0;  
					state <= DHT11_RESPONSE;  
				end
			end
			DHT11_RESPONSE:  begin 
				counter <= counter + 1;
				if(read == 1 || counter == 100) begin  
					counter <= 0;
					if(read == 0) begin  
						error <= 1;
						state <= WAIT_SIGNAL;  
					end else begin  
						state <= DHT11_HIGH_RESPONSE;  
					end
				end 
			end
			DHT11_HIGH_RESPONSE: begin 
				counter <= counter + 1;
				if(read == 0 || counter == 100) begin  
					if(read == 1) begin  
						counter <= 0;
						error <= 1;
						state <= WAIT_SIGNAL;  
					end else begin  
						counter <= 0;
						state <= TRANSMIT;  
					end
				end
			end
			TRANSMIT: begin 
				if(index < 40) begin  
					counter <= counter + 1;
					if(read == 1 || counter == 70) begin  
						counter <= 0;
						if(read == 0) begin  
							error <= 1;
							state <= WAIT_SIGNAL;  
						end else begin  
							state <= DETECT_BIT;  
						end
					end
				end else begin  
					state <= WAIT_SIGNAL;  
				end
			end
			DETECT_BIT: begin 
				if(read == 1) begin  
					counter <= counter + 1;
				end else begin
					if(counter > 50) begin  
						temp_data[39-index] <= 1;  
					end else begin  
						temp_data[39-index] <= 0;  
					end
					counter <= 0;  
					index <= index + 1;  
					state <= TRANSMIT;  
				end
			end
			WAIT_SIGNAL: begin 
				counter <= counter + 1;
				if (counter == 100) begin  
					counter <= 0;
					send <=1;
					direction <= 1;  
					state <= STOP;  
				end
			end
			STOP: begin 
				if(error == 1)
					errorSensor <= 1;
				done <= 1;
				state <= IDLE;  
			end
		endcase
	end
endmodule 	
==> flow/run.sh <==
#!/bin/bash
# OpenROAD 26Q1-2900-gdf79404cd8, Yosys 0.63+post, stock flow scripts
make -C /OpenROAD-flow-scripts/flow DESIGN_CONFIG=/design/flow/config.mk WORK_HOME=/design/flow/orfs finish
==> flow/config.mk <==
export PLATFORM = sky130hd
export DESIGN_NAME = dhtAlt
export DESIGN_NICKNAME = dhtAlt
export VERILOG_FILES = /design/flow/design.v
export SDC_FILE = /design/flow/constraint.sdc
export NUM_CORES = 4
export LEC_CHECK = 1
export CORE_UTILIZATION = 30
==> flow/constraint.sdc <==
current_design dhtAlt

set clk_period 7.1
set clk_io_pct 0.2

create_clock -name clk0 -period $clk_period [get_ports {clk}]

set non_clock_inputs [all_inputs -no_clocks]
set_input_delay [expr $clk_period * $clk_io_pct] -clock clk0 $non_clock_inputs
set_output_delay [expr $clk_period * $clk_io_pct] -clock clk0 [all_outputs]
==> impl_metrics.ini <==
; physical design summary
[clock_network]
cts_sinks = 69
cts_inserted_buffers = 9
htree_levels = 3
clockRootBuffer = sky130_fd_sc_hd__clkbuf_16
setup_fix_buffers_added_after_clock_tree_synthesis = 0
cts-root-to-sink-buffers = 2
cts_hold_buf = 0
post_cts_resize_count = 0

[outcome]
stop_error = [error] [KeplerFormal.cpp:679] Workflow failed: Iso has multiple drivers: .dht_data0, dht_data$_DFFE_PP_.Q0
last-stage-reached = clock tree synthesis (4_1_cts)
status = stopped before the end

[floorplan]
floorplanUtilization = 0.3112
die_x_um = 114.3
std_cell_rows = 40
floorplan.die.height_um = 114.3
io-pin-count = 45

[yosys]
post_synth_mux_area_share = 0
yosysWarningCount = 3
yosys_area_um2 = 3785
edf_count = 69
synth_flop_count = 69
number_of_cells_in_the_yosys_synthesis_report = 350
seq_area_frac_synth = 0.5474
synthesis.instances = 350
synth_cell_area_um2 = 3785
yosys.area.top_type = sky130_fd_sc_hd__edfxtp_1
synth_xor_xnor_area_share = 0.05091
synth_area_in_compound_gates = 0.07339
async_reset_ff_frac = 0
synth.avg_cell_area_um2 = 10.81
synth_largest_type_area_fraction = 0.5474
share_of_synthesized_cell_area_in_and_or_nand_and_nor_gates = 0.2426
synth_adder_area_share = 0.05620
ys_top_cells_by_count = sky130_fd_sc_hd__edfxtp_1 (69), sky130_fd_sc_hd__nor2_1 (48), sky130_fd_sc_hd__nand2_1 (28)
netlist_top_cells_area = sky130_fd_sc_hd__edfxtp_1 (55%), sky130_fd_sc_hd__ha_1 (5.6%), sky130_fd_sc_hd__nor2_1 (4.8%)
netlist_logic_family_top = simple AND/OR/NAND/NOR gates
synth_cell_type_count = 52
yosys_most_used_dff = sky130_fd_sc_hd__edfxtp_1
most_common_cell = sky130_fd_sc_hd__edfxtp_1

[place]
gp_congestion = 0.8210
numPortBuffers = 43
detailedPlacementHpwl_um = 5251
## through the flow
step / instance area [um^2] / util / worst slack [ns] / cells / power, uW
after detailed placement: 4374 / 0.3597 / 3.212 / 548 / 1189
after global placement: 4374 / 0.3597 / 3.262 / 548 / 1184
after floorplan: 3785 / - / 3.476 / 350 / 1067
## kinds of logic after synthesis
group                    after synthesis
AND/OR/NAND/NOR                      170
AND-OR/OR-AND                         45
XOR/XNOR                              22
flip-flops                            69
buffers and inverters                 27
adder cells (fa/ha/maj)               17
No activity file was given, so power comes from the tool's default toggle rates.
