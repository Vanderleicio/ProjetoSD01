===== flow/config.mk =====
export PLATFORM = sky130hd
export DESIGN_NAME = receptor
export DESIGN_NICKNAME = receptor
export VERILOG_FILES = /design/flow/design.v
export SDC_FILE = /design/flow/constraint.sdc
export NUM_CORES = 4
export LEC_CHECK = 1
export CORE_UTILIZATION = 50

===== flow/constraint.sdc =====
current_design receptor

set clk_period 8.9
set clk_io_pct 0.2

create_clock -name clk0 -period $clk_period [get_ports {clk_9k6hz}]

set non_clock_inputs [all_inputs -no_clocks]
set_input_delay [expr $clk_period * $clk_io_pct] -clock clk0 $non_clock_inputs
set_output_delay [expr $clk_period * $clk_io_pct] -clock clk0 [all_outputs]

===== flow/run.sh =====
#!/bin/bash
# OpenROAD 26Q1-2900-gdf79404cd8, Yosys 0.63+post, stock flow scripts
make -C /OpenROAD-flow-scripts/flow DESIGN_CONFIG=/design/flow/config.mk WORK_HOME=/design/flow/orfs finish

===== flow/design.v =====
module receptor(clk_9k6hz, rx, data, concluded);
	input clk_9k6hz;  
	input rx;		 
	output reg concluded = 1'b0; 
	output reg [15:0]data;            
	reg [15:0]buffer;             
	reg [1:0] state;
	parameter START= 2'b01;
	parameter DATA = 2'b10;
	parameter STOP = 2'b11;		 
	integer pos = 0; 
	initial begin
		concluded = 1'b0;
		state <= START;
	end
	always @ (posedge clk_9k6hz) begin
		case (state)
			START:
				begin
					if (pos == 16) begin
						pos = 0;
						concluded = 1'b0;
					end
					if(rx) begin 
						state = START;
					end
					else 
						state = DATA;
				end
			DATA:
				begin
					data[pos] = rx;
					pos = pos + 1;
					if(pos == 8) begin 
						state = STOP;
					end
					else if (pos == 16) begin 
						state = STOP;
					end
					else begin 
						state = DATA;
					end	
				end
			STOP:
				begin
					if (pos == 16) begin
						concluded = 1'b1;  
					end
					state = START;
				end
		endcase
	end
endmodule

==> PnR_summary.wiki <==
=== Physical design figures ===
{| class="wikitable"
! Metric !! Value
|-
| Num CTS Buffers || 5
|-
| Post-synth top cells || 65 x sky130_fd_sc_hd__nor2_1, 51 x sky130_fd_sc_hd__edfxtp_1, 40 x sky130_fd_sc_hd__clkbuf_1
|-
| Post-detailed-route via-to-cell ratio || 6.367
|-
| Die Footprint || 0.009030 mm²
|-
| Post-Synthesis Mean Instance Area || a little under 9 µm²
|-
| Number of primary I/O pins || 19
|-
| Endpoint, Worst Hold || data[9]
|-
| Endpoint kind of the worst setup timing path || flip-flop
|-
| Wire length of the first global-routing pass || 17.94 mm
|-
| Die Width || 95.03 µm
|-
| Setup TNS Final || 0 ps
|-
| Reg2Reg Setup Slack || 3960 ps
|-
| Weighted congestion at the end of routability-driven global placement || about 0.88
|-
| Largest delay share family, worst path || simple AND/OR/NAND/NOR gates
|-
| Tot GR Track Use || 26.80%
|-
| Flops after synth || 51
|-
| Origin of the critical flop-to-flop path || pos[0]
|-
| Clk sinks || between 50 and 60
|-
| Distinct lib cells used || 67
|-
| Worst min path class || flip-flop to flip-flop
|-
| Insertion Delay late pin || 320 ps
|-
| Slew margin rel. || about 40%
|-
| Critical path's slowest cell || sky130_fd_sc_hd__a2111oi_4
|-
| CTS tree || built
|-
| Antenna cells || 0
|-
| Top flip-flop cell by instance count after synthesis || sky130_fd_sc_hd__edfxtp_1
|-
| Leading cell types by total area after synthesis || sky130_fd_sc_hd__edfxtp_1 35%, sky130_fd_sc_hd__xnor2_1 6.7%, sky130_fd_sc_hd__nor2_1 5.6%, sky130_fd_sc_hd__mux2_1 4.2%, sky130_fd_sc_hd__nand4_1 3.9%
|-
| Die H || ~95 µm
|-
| Max-capacitance violation count || 0
|-
| Run status || complete, no violations
|-
| Post-synth seq share || 35.40%
|-
| Count of fill cells added during filler insertion || 739
|-
| Number of rows created at floorplan || 33
|-
| Number of H-tree levels || 2
|-
| Routed wire length || around 11 mm
|-
| Cell count in the Yosys report || 498
|-
| Proportion of netlist area held by the largest area contributor || 35.40%
|-
| Largest net degree at the start of global routing || 31
|-
| Reg2reg path depth || 10
|-
| Leakage power total || roughly 0.0014 µW
|-
| Required time of the worst setup path || 8980 ps
|-
| Final hold slack || 576.4 ps
|-
| Min-Delay Path Depth || 1
|-
| Post-synthesis chip area from yosys || 0.004327 mm²
|-
| Warnings, synthesis || 1
|-
| Port-buffer cells || 18
|-
| Worst Tran Pin Value || 897.1 ps
|-
| Part of the cycle the worst path needs || 55.52%
|-
| Clock slew at the register clock pins of the worst setup and hold paths || around 110 ps
|-
| Final slew viol count || 0
|-
| Fraction of registers with async set/reset || 0%
|-
| Final hold violations || 0
|-
| Total power consumption of the routed design || 1553 µW
|-
| Remaining routing DRC violations || 0
|-
| Cell type with the largest total area || sky130_fd_sc_hd__edfxtp_1
|-
| Critical Path, Cell by Cell || inv_1, ha_1, or4b_1, nor4_2, and4b_1, a21oi_1, or4_4, a2111oi_4, nand4_1, mux2_1
|-
| Worst Setup Start Kind || flip-flop
|-
| Antenna violations before repair || 0
|-
| Number of buffers added for setup after CTS || 0
|-
| Shortest clock period the worst path allows after layout || 4941 ps
|-
| Maximum ir drop on the vdd rail || 0.1633 mV
|-
| Area grow syn2layout || 6.218%
|-
| Cell count along the critical path || 10
|-
| Number of enable-type register cells in the synthesized netlist || 51
|-
| Iteration count of the initial detailed-routing pass || 4
|-
| Post-synthesis instance area || 0.004327 mm²
|-
| Maximum fanout encountered on the critical timing path || 17
|-
| Effective utilization at floorplan || 52.13%
|-
| Largest buffer count on any clock path || 2
|-
| Gr ovfl total || 0
|-
| Capture point of the worst reg-to-reg path || data[8]
|-
| Core Footprint || 0.008299 mm²
|-
| P per Cell Area || 338.0 mW/mm²
|-
| Number of global-route vias before repair || around 3500
|-
| Buffer and inverter count on the worst path || 1
|-
| Final setup fails || 0
|-
| Library cell with the highest instance count after synthesis || sky130_fd_sc_hd__nor2_1
|-
| Category of the critical setup timing path || flip-flop to flip-flop
|-
| DR WL/cell || between 15 and 20 µm
|-
| Post-detail-place hpwl || 7.583 mm
|-
| Combined flip-flop and latch cell area || 0.001531 mm²
|-
| Fmax || 202.4 MHz
|-
| Buffer cell driving the clock tree root || sky130_fd_sc_hd__clkbuf_8
|-
| Combinational gate area || 0.002575 mm²
|-
| Arrival @ worst endpoint || between 5000 and 6000 ps
|-
| CTS Hold Bufs || 0
|-
| Instance count of the mapped netlist || about 500
|-
| First-iteration detailed-routing DRC count || 148
|-
| Number of nets with antenna violations after routing || 0
|-
| Slowest stage delay, CP || 820 ps
|-
| Fraction of layout cells with a size suffix above 1 || 5.785%
|-
| Post-cts repair resize count || 0
|-
| HP Start || data[9]
|-
| Clock tree skew after final layout || approximately 14 ps
|-
| OpenROAD warning count || 27
|-
| Vias || 3750
|-
| Unrepaired setup endpoints after global routing || no
|}
-- registers in the layout, summed over array words and instances, names as in the netlist --
register / cells
state: 2
pos: 32
concluded: 1
data: 16
-- power breakdown --
group / internal (µW) / switching [µW]
clock network: 58.1 / 87.6
logic: 316 / 423
registers: 440 / 229
-- logic make-up (layout without fill, tap and decap cells) --
group / Yosys count / after routing / synth area share, %
DFF: 51 / 51 / 35.40
muxes: 20 / 20 / 5.090
AOI/OAI and AO/OA: 71 / 71 / 12.64
and+or+nand+nor: 249 / 249 / 31.20
buffers and inverters: 56 / 42 / 5.090
xor gates and xnor gates: 48 / 48 / 9.717
adders and majority gates: 3 / 3 / 0.8676
-- how the worst max path moves through the flow --
stage	startpoint	end	slack [ps]
CTS	pos[0]	data[9]	4000
global route	pos[0]	data[11]	3610
finish	pos[0]	data[8]	3960
-- metrics by stage --
step | worst slack (ps) | instances | area [µm²] | utilization [%]
3_5_place_dp | 4012 | 581 | 4501 | 54.23
6_report | 3959 | 589 | 4596 | 55.37
2_1_floorplan | 4791 | 498 | 4327 | -
4_1_cts | 3999 | 589 | 4596 | 55.37
5_1_grt | 3608 | 589 | 4596 | 55.37
3_3_place_gp | 4081 | 581 | 4501 | 54.23
-- layer usage --
metal  up-vias  share of wire [%]  global-route usage [%]
met5         -                  0                       0
met4         0                1.5                   3.535
met3        11                4.2                   4.298
met2        81                 45                   41.13
met1      1821                 49                   42.99
li1       1837                  -                       -
-- placed cells by master, fill, tap and decap left out, types with 4 or more instances in the layout --
cell	count
sky130_fd_sc_hd__xnor2_1	33
sky130_fd_sc_hd__or2_2	6
sky130_fd_sc_hd__o21ai_0	9
sky130_fd_sc_hd__mux2i_1	4
sky130_fd_sc_hd__nand3_1	16
sky130_fd_sc_hd__a31oi_1	7
sky130_fd_sc_hd__inv_1	10
sky130_fd_sc_hd__or4_1	8
sky130_fd_sc_hd__xor2_1	15
sky130_fd_sc_hd__or3_1	10
sky130_fd_sc_hd__edfxtp_1	51
sky130_fd_sc_hd__nor3_1	33
sky130_fd_sc_hd__mux2_1	16
sky130_fd_sc_hd__nand4_1	27
sky130_fd_sc_hd__nor2b_1	8
sky130_fd_sc_hd__clkdlybuf4s50_1	18
sky130_fd_sc_hd__nor2_1	65
sky130_fd_sc_hd__a21oi_1	10
sky130_fd_sc_hd__and2_1	7
sky130_fd_sc_hd__clkbuf_8	5
sky130_fd_sc_hd__buf_4	6
sky130_fd_sc_hd__nor4_1	15
sky130_fd_sc_hd__nand2_1	28
-- final cells by class --
cell class              instances  area share (%)
clock buffers                   5           1.497
clock inverters                 3          0.5717
inverters                      10          0.8168
multi-input cells             391           56.03
flip-flops and latches         51           33.32
well taps                     105           2.859
repair buffers                 24           4.901
Power and IR drop assume default switching activity.
