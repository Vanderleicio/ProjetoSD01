[flow/run.sh]
#!/bin/bash
# OpenROAD 26Q1-2900-gdf79404cd8, Yosys 0.63+post, stock flow scripts
make -C /OpenROAD-flow-scripts/flow DESIGN_CONFIG=/design/flow/config.mk WORK_HOME=/design/flow/orfs finish
[flow/config.mk]
export PLATFORM = sky130hd
export DESIGN_NAME = ESCALONADOR_V3
export DESIGN_NICKNAME = ESCALONADOR_V3
export VERILOG_FILES = /design/flow/design.v
export SDC_FILE = /design/flow/constraint.sdc
export NUM_CORES = 4
export LEC_CHECK = 1
export CORE_AREA = 10 10 110 110
export DIE_AREA = 0 0 120 120
[flow/constraint.sdc]
current_design ESCALONADOR_V3

set clk_period 4.5
set clk_io_pct 0.2

create_clock -name clk0 -period $clk_period [get_ports {clk}]

set non_clock_inputs [all_inputs -no_clocks]
set_input_delay [expr $clk_period * $clk_io_pct] -clock clk0 $non_clock_inputs
set_output_delay [expr $clk_period * $clk_io_pct] -clock clk0 [all_outputs]
[flow/design.v]
module ESCALONADOR_V3(clk, uart_tx_done, sensor_bus, sensor_ready, data_to_send, data_used, uart_tx_en);
	input clk;
	input uart_tx_done;
	input [7:0] sensor_ready;
	output reg [7:0] data_used;
	input [127:0] sensor_bus; 
	output uart_tx_en;
	output [15:0] data_to_send;
	wire [15:0] mux_out;  
	reg [2:0] sensor_num = 0; 
	reg state;
	parameter A = 1'b0;  
	parameter T = 1'b1;	 
	initial begin
		state = A;
		data_used = 8'b0;
	end
	always @ (posedge clk) begin
		case (state)				
			A:
				begin
					data_used[sensor_num] <= 0;
					if (sensor_ready[sensor_num]) begin
						state = T;
					end
					else begin
						sensor_num <= sensor_num + 1'b1;
						state = A;
					end
				end
			T: 
				begin
					if (uart_tx_done) begin
						data_used[sensor_num] = 1; 
						state = A;
					end
					else begin
						state = T;
					end
				end
		endcase
	end
	mux_8_to_1 m01(sensor_num, sensor_bus[127], sensor_bus[111], sensor_bus[95], sensor_bus[79], sensor_bus[63], sensor_bus[47], sensor_bus[31], sensor_bus[15], mux_out[15]);
	mux_8_to_1 m02(sensor_num, sensor_bus[126], sensor_bus[110], sensor_bus[94], sensor_bus[78], sensor_bus[62], sensor_bus[46], sensor_bus[30], sensor_bus[14], mux_out[14]);
	mux_8_to_1 m03(sensor_num, sensor_bus[125], sensor_bus[109], sensor_bus[93], sensor_bus[77], sensor_bus[61], sensor_bus[45], sensor_bus[29], sensor_bus[13], mux_out[13]);
	mux_8_to_1 m04(sensor_num, sensor_bus[124], sensor_bus[108], sensor_bus[92], sensor_bus[76], sensor_bus[60], sensor_bus[44], sensor_bus[28], sensor_bus[12], mux_out[12]);
	mux_8_to_1 m05(sensor_num, sensor_bus[123], sensor_bus[107], sensor_bus[91], sensor_bus[75], sensor_bus[59], sensor_bus[43], sensor_bus[27], sensor_bus[11], mux_out[11]);
	mux_8_to_1 m06(sensor_num, sensor_bus[122], sensor_bus[106], sensor_bus[90], sensor_bus[74], sensor_bus[58], sensor_bus[42], sensor_bus[26], sensor_bus[10], mux_out[10]);
	mux_8_to_1 m07(sensor_num, sensor_bus[121], sensor_bus[105], sensor_bus[89], sensor_bus[73], sensor_bus[57], sensor_bus[41], sensor_bus[25], sensor_bus[9], mux_out[9]);
	mux_8_to_1 m08(sensor_num, sensor_bus[120], sensor_bus[104], sensor_bus[88], sensor_bus[72], sensor_bus[56], sensor_bus[40], sensor_bus[24], sensor_bus[8], mux_out[8]);
	mux_8_to_1 m09(sensor_num, sensor_bus[119], sensor_bus[103], sensor_bus[87], sensor_bus[71], sensor_bus[55], sensor_bus[39], sensor_bus[23], sensor_bus[7], mux_out[7]);
	mux_8_to_1 m10(sensor_num, sensor_bus[118], sensor_bus[102], sensor_bus[86], sensor_bus[70], sensor_bus[54], sensor_bus[38], sensor_bus[22], sensor_bus[6], mux_out[6]);
	mux_8_to_1 m11(sensor_num, sensor_bus[117], sensor_bus[101], sensor_bus[85], sensor_bus[69], sensor_bus[53], sensor_bus[37], sensor_bus[21], sensor_bus[5], mux_out[5]);
	mux_8_to_1 m12(sensor_num, sensor_bus[116], sensor_bus[100], sensor_bus[84], sensor_bus[68], sensor_bus[52], sensor_bus[36], sensor_bus[20], sensor_bus[4], mux_out[4]);
	mux_8_to_1 m13(sensor_num, sensor_bus[115], sensor_bus[99],  sensor_bus[83], sensor_bus[67], sensor_bus[51], sensor_bus[35], sensor_bus[19], sensor_bus[3], mux_out[3]);
	mux_8_to_1 m14(sensor_num, sensor_bus[114], sensor_bus[98],  sensor_bus[82], sensor_bus[66], sensor_bus[50], sensor_bus[34], sensor_bus[18], sensor_bus[2], mux_out[2]);
	mux_8_to_1 m15(sensor_num, sensor_bus[113], sensor_bus[97],  sensor_bus[81], sensor_bus[65], sensor_bus[49], sensor_bus[33], sensor_bus[17], sensor_bus[1], mux_out[1]);
	mux_8_to_1 m16(sensor_num, sensor_bus[112], sensor_bus[96],  sensor_bus[80], sensor_bus[64], sensor_bus[48], sensor_bus[32], sensor_bus[16], sensor_bus[0], mux_out[0]);
	assign data_to_send[0] = (mux_out[0]& uart_tx_en);
	assign data_to_send[1] = (mux_out[1]& uart_tx_en);
	assign data_to_send[2] = (mux_out[2]& uart_tx_en);
	assign data_to_send[3] = (mux_out[3]& uart_tx_en);
	assign data_to_send[4] = (mux_out[4]& uart_tx_en);
	assign data_to_send[5] = (mux_out[5]& uart_tx_en);
	assign data_to_send[6] = (mux_out[6]& uart_tx_en);
	assign data_to_send[7] = (mux_out[7]& uart_tx_en);
	assign data_to_send[8] = (mux_out[8]& uart_tx_en);
	assign data_to_send[9] = (mux_out[9]& uart_tx_en);
	assign data_to_send[10] = (mux_out[10]& uart_tx_en);
	assign data_to_send[11] = (mux_out[11]& uart_tx_en);
	assign data_to_send[12] = (mux_out[12]& uart_tx_en);
	assign data_to_send[13] = (mux_out[13]& uart_tx_en);
	assign data_to_send[14] = (mux_out[14]& uart_tx_en);
	assign data_to_send[15] = (mux_out[15]& uart_tx_en);
	assign uart_tx_en = (state == T);
endmodule
module mux_8_to_1 (
  input [2:0] select,      
  input A,
  input B,
  input C,
  input D,
  input E,
  input F,
  input G,
  input H,
  output y 
);
assign y = 		(select == 3'b111) ? A :
               (select == 3'b110) ? B :
               (select == 3'b101) ? C :
               (select == 3'b100) ? D :
               (select == 3'b011) ? E :
               (select == 3'b010) ? F :
               (select == 3'b001) ? G :
					H;  
endmodule
==> summary.txt <==
run results: status=finished clean, Syn Std Cell Area=1820 um2, clk_skew=0.00188 ns, highest clock rate=243 MHz, CP delay by family, top=simple AND/OR/NAND/NOR gates, combinational gate area=1300 um2, commonest cells after routing, fill and taps aside=clkdlybuf4s50_1 (162), o22ai_1 (44), nor2_1 (19), nor2b_1 (17), a21oi_1 (17), synthesized area per cell=7.79 um2, share of post-route cells with drive strength above 1=0.0573, I/O Pins=163, hold endpoint=data_used[0], cell count in the Yosys report=234, CTS max path bufs=2, worst-margin pin slew=0.762 ns, DR vias=2516, Max Cap Viol=0, DP HPWL=8510 um, Final Max Slew Viols=0, CP Launch Type=flip-flop, post-CTS setup buffer count=0, hold path startpoint=data_used[0], TritonCTS clock tree=done, Overall Global Routing Usage=0.137, core area=9770 um2, vias in the first global route=2529, RR Endpoint=data_used[4], Post-Route WL=10600 um, Resized cells post-CTS=0, Unique cell types=38, top comb family, area=AND-OR/OR-AND gates, FP Util=0.186, Die X=120 um, hold_buf cts=0, count of tool warnings=30, Num CTS Buffers=3, P_leak=1.28 nW, Num Clock Sinks=12, Cell Chain, Critical Path=inv_1 > ha_1 > ha_1 > nand2b_1 > buf_4 > o22ai_1 > or4_1 > o22ai_1 > clkdlybuf4s50_1, FF-to-FF Start=sensor_num[1], H-tree depth=1, Latency at later pin=0.23 ns, Synth Seq Share=0.192, Commonest Layout Cell=clkdlybuf4s50_1, Crit. End Element=output port, Crit. Startpoint=sensor_num[1], reg2reg setup slack=2.62 ns, top cells, area=edfxtp_1 (18%), o22ai_1 (15%), a221oi_1 (7.2%), Synth Warn #=1, Post-synth EDFFs=11, # setup viols final=0, Fin. Hold Viols=0, hold-critical path depth=1, Power Density=548 nW/um2, Setup TNS=0 ns, r2r worst-path depth=4, # diodes=0, critical path class=flip-flop to output port, FF+latch area=350 um2, largest net degree at the start of global routing=36, Hold Crit Class=flip-flop to flip-flop, area leader, netlist=edfxtp_1, post-DR vias/cell=4.87, yosys synthesis chip area=1820 um2, Synth Instances=234, adder-cell share of the synthesized area=0.0549, Flops after synth=12, wire length per cell=20.4 um, CP Data Arrival Time=3.21 ns, chip area=14400 um2, Req. time, crit path=3.60 ns, row cnt=36, main flop type=edfxtp_1, initial antenna violation count=0, fin util=0.364, Largest stage delay, worst path=0.53 ns, Initial DRC Count=176, post-layout period usage=0.914, remaining antenna violation count=0, Post-synth ARST share=0, maximum VDD drop=0.311 mV, Filler cells=994, port buffer count=162, area share, top type=0.181, Max FO, Critical Path=12, clock slew at reported path FFs=0.05 ns, gpl congestion=0.848, first-pass iteration count of the detailed router=4, post-synthesis xor/xnor area fraction=0, area grow syn2layout=95.5%, post-route DRC violation count=0, CP max stage cell=nand2b_1, Worst slew margin=0.491, Buf+Inv Stages, Crit Path=3, die y size=120 um, first-pass GRT wire length=15600 um, post-route minimum period=4.11 ns, Simple-Gate Area Share=0.253, mux contribution to synthesized area=0.0247, gr ovfl total=0, CTS Root Cell=clkbuf_8, RSZ-0062 raised after global routing=no, ao+oa area frac=0.382
[registers in the layout, indices dropped and copies added, names as in the netlist]
name	cells
data_used	8
sensor_num	3
state	1
[Yosys cell counts (3+ instances only)]
cell type	n
nand2_1	3
a21oi_1	17
nor2_1	19
o21ai_0	16
nor2b_1	17
clkbuf_1	10
edfxtp_1	11
ha_1	8
or4_1	15
buf_2	8
nor2b_2	6
inv_1	7
a221oi_1	15
and2b_1	8
o22ai_1	44
a21boi_0	6
[worst reg2reg max path: stages, from the launching register on]
cell and delay, ns:
edfxtp_1 0.49, inv_1 0.14, ha_1 0.21, ha_1 0.35, o41a_1 0.44
[layout make-up]
| cell class | count | area share |
|---|---|---|
| tap | 133 | 0.0467 |
| clock buffer | 4 | 0.0126 |
| multi-input combinational | 192 | 0.366 |
| inverter | 8 | 0.00878 |
| timing repair buffer | 168 | 0.468 |
| sequential | 12 | 0.0983 |
[worst max path at each step]
stage | to | slack [ns] | depth (start not counted)
finish | data_to_send[15] | 0.39 | 9
global route | data_to_send[15] | 0.16 | 9
CTS | data_to_send[13] | 0.38 | 9
[routing by layer]
layer | track usage | routed length, um | vias to the layer above
li1 | - | - | 1220
met1 | 0.163 | 4140 | 1157
met2 | 0.236 | 5010 | 135
met3 | 0.0590 | 1370 | 4
met4 | 0.00830 | 49 | 0
met5 | 0 | 0 | -
[through the flow]
| step | setup slack [ns] | total power [mW] | instances | hold WS, ns | area (um2) |
|---|---|---|---|---|---|
| after floorplan | 1.60 | 1.10 | 234 | 0.515 | 1820 |
| after global placement | 0.726 | 1.86 | 513 | 0.586 | 3520 |
| after detailed placement | 0.657 | 1.87 | 513 | 0.575 | 3520 |
| after CTS | 0.382 | 1.98 | 517 | 0.594 | 3560 |
| after global routing | 0.163 | 2.11 | 517 | 0.619 | 3560 |
| final | 0.387 | 1.95 | 517 | 0.592 | 3560 |
[report_power, final]
part	total, mW	switching (mW)	internal, mW
logic	1.56	0.715	0.843
registers	0.296	0.0800	0.216
clock network	0.0977	0.0356	0.0621
[logic make-up (layout without fill, tap and decap cells)]
logic type      after synthesis  after routing
mux                           2              2
flops                        12             12
buf+inv                      30            180
simple gates                 75             75
compound gates              107            107
fa+ha+maj                     8              8
No activity file was given, so power comes from the tool's default toggle rates.
